## design/flow/run.sh

```bash
#!/bin/bash
# OpenROAD 26Q1-2900-gdf79404cd8, Yosys 0.63+post, stock flow scripts
make -C /OpenROAD-flow-scripts/flow DESIGN_CONFIG=/design/flow/config.mk WORK_HOME=/design/flow/orfs finish
```

## design/flow/config.mk

```make
export PLATFORM = sky130hd
export DESIGN_NAME = ep_bulk_out
export DESIGN_NICKNAME = ep_bulk_out
export VERILOG_FILES = /design/flow/design.v
export SDC_FILE = /design/flow/constraint.sdc
export NUM_CORES = 4
export LEC_CHECK = 1
export CORE_UTILIZATION = 50
export SYNTH_HDL_FRONTEND = slang
export SYNTH_MEMORY_MAX_BITS = 65536
```

## design/flow/constraint.sdc

```tcl
current_design ep_bulk_out

set clk_period 325.5
set clk_io_pct 0.2

create_clock -name clk0 -period $clk_period [get_ports {clock}]

set non_clock_inputs [all_inputs -no_clocks]
set_input_delay [expr $clk_period * $clk_io_pct] -clock clk0 $non_clock_inputs
set_output_delay [expr $clk_period * $clk_io_pct] -clock clk0 [all_outputs]
```

## design/flow/design.v

```verilog
`timescale 1ns / 100ps
module axis_skid #(
    parameter BYPASS = 0,
    parameter WIDTH = 8,
    localparam MSB = WIDTH - 1
) (
    input clock,
    input reset,
    input s_tvalid,
    output s_tready,
    input s_tlast,
    input [MSB:0] s_tdata,
    output m_tvalid,
    input m_tready,
    output m_tlast,
    output [MSB:0] m_tdata
);
  reg sready, mvalid, mlast, tvalid, tlast;
  reg [MSB:0] mdata, tdata;
  wire sready_next, tvalid_next, mvalid_next;
  assign m_tvalid = BYPASS == 1 ? s_tvalid : mvalid;
  assign s_tready = BYPASS == 1 ? m_tready : sready;
  assign m_tlast  = BYPASS == 1 ? s_tlast : mlast;
  assign m_tdata  = BYPASS == 1 ? s_tdata : mdata;
  initial
    if (BYPASS == 1) begin : i_bypass
      $display("=> Bypassing AXI-S skid-register");
    end   
  function src_ready(input svalid, input tvalid, input dvalid, input dready);
    src_ready = dready || !(tvalid || (dvalid && svalid));
  endfunction
  function tmp_valid(input svalid, input tvalid, input dvalid, input dready);
    tmp_valid = !src_ready(svalid, tvalid, dvalid, dready);
  endfunction
  function dst_valid(input svalid, input tvalid, input dvalid, input dready);
    dst_valid = tvalid || svalid || (dvalid && !dready);
  endfunction
  assign sready_next = src_ready(s_tvalid, tvalid, mvalid, m_tready);
  assign tvalid_next = tmp_valid(s_tvalid, tvalid, mvalid, m_tready);
  assign mvalid_next = dst_valid(s_tvalid, tvalid, mvalid, m_tready);
  always @(posedge clock) begin
    if (reset) begin
      sready <= 1'b0;
      mvalid <= 1'b0;
      tvalid <= 1'b0;
    end else begin
      sready <= sready_next;
      mvalid <= mvalid_next;
      tvalid <= tvalid_next;
    end
  end
  function src_to_tmp(input src_ready, input dst_valid, input dst_ready);
    src_to_tmp = src_ready && !dst_ready && dst_valid;
  endfunction
  function tmp_to_dst(input tmp_valid, input dst_ready);
    tmp_to_dst = tmp_valid && dst_ready;
  endfunction
  function src_to_dst(input src_ready, input dst_valid, input dst_ready);
    src_to_dst = src_ready && (dst_ready || !dst_valid);
  endfunction
  always @(posedge clock) begin
    if (src_to_dst(sready, mvalid, m_tready)) begin
      mdata <= s_tdata;
      mlast <= s_tlast;
    end else if (tmp_to_dst(tvalid, m_tready)) begin
      mdata <= tdata;
      mlast <= tlast;
    end
    if (src_to_tmp(sready, mvalid, m_tready)) begin
      tdata <= s_tdata;
      tlast <= s_tlast;
    end
  end
endmodule   
`timescale 1ns / 100ps
module packet_fifo #(
    parameter  WIDTH = 8,
    localparam MSB   = WIDTH - 1,
    parameter  DEPTH = 16,
    localparam ABITS = $clog2(DEPTH),
    localparam ASB   = ABITS - 1,
    localparam ADDRS = ABITS + 1,
    localparam AZERO = {ADDRS{1'b0}},
    parameter STORE_LASTS = 1,
    parameter SAVE_ON_LAST = 1,   
    parameter LAST_ON_SAVE = 0,   
    parameter NEXT_ON_LAST = 1,   
    parameter USE_LENGTH = 0,   
    parameter MAX_LENGTH = DEPTH / 2,
    localparam MAX_LIMIT = MAX_LENGTH - 1,
    parameter OUTREG = 1   
) (
    input clock,
    input reset,
    output [ASB:0] level_o,
    input drop_i,
    input save_i,
    input redo_i,
    input next_i,
    input s_tvalid,
    output s_tready,
    input s_tkeep,
    input s_tlast,
    input [MSB:0] s_tdata,
    output m_tvalid,
    input m_tready,
    output m_tlast,
    output [MSB:0] m_tdata
);
  localparam integer WSB = STORE_LASTS != 0 ? WIDTH : MSB;
  reg [WSB:0] sram[0:DEPTH-1];
  reg rvalid, wready;
  reg [ABITS:0] waddr, raddr, rplay;
  wire [ABITS:0] waddr_next, raddr_next;
  wire last_w;
  wire [MSB:0] data_w;
  reg [ABITS:0] paddr;
  reg [ASB:0] level_q;
  reg save_q, drop_q;
  wire fetch_w, store_w, match_w, chunk_w, frame_w, wfull_w, empty_w;
  wire reject_a, accept_a, finish_a, replay_a;
  wire [ABITS:0] level_w, wdiff, rdiff;
  wire [ASB:0] wsize, rsize;
  reg xvalid, xlast;
  wire xready, rstop_w;
  reg [MSB:0] xdata;
  assign s_tready = wready;
  assign level_o  = level_q;
  wire save_w = ((SAVE_ON_LAST && s_tvalid && wready && s_tlast) || save_i) && !drop_i;
  wire wrfull_next = waddr_next[ASB:0] == raddr[ASB:0] && store_w && !fetch_w;
  wire wrfull_curr = match_w && waddr[ABITS] != raddr[ABITS] && fetch_w == store_w;
  wire rempty_next = raddr_next[ASB:0] == paddr[ASB:0] && fetch_w && !accept_a;
  wire rempty_curr = paddr == raddr && fetch_w == accept_a;
  assign accept_a = LAST_ON_SAVE ? save_q : save_w;
  assign reject_a = drop_i;
  assign finish_a = ((NEXT_ON_LAST && m_tvalid && m_tready && m_tlast) || next_i) && !redo_i;
  assign replay_a = redo_i;
  assign match_w = waddr[ASB:0] == raddr[ASB:0];
  assign wfull_w = wrfull_curr || wrfull_next;
  assign empty_w = rempty_curr || rempty_next;
  assign wdiff = waddr_next - paddr;
  assign wsize = wdiff[ASB:0];
  assign rdiff = raddr_next - rplay;
  assign rsize = rdiff[ASB:0];
  assign chunk_w = USE_LENGTH && wsize == MAX_LIMIT;
  assign frame_w = USE_LENGTH && rsize == MAX_LIMIT;
  generate
    if (LAST_ON_SAVE) begin : g_last_on_save
      reg xvld, xlst, xmax;
      reg [7:0] xdat;
      assign store_w = xvld && wready && (s_tvalid && s_tkeep || xlst && SAVE_ON_LAST || save_q);
      assign last_w  = xlst || save_q && LAST_ON_SAVE || xmax;
      assign data_w  = xdat;
      assign level_w = waddr_next[ASB:0] - raddr_next[ASB:0] + ((capture_a | xvld) & ~release_a);
      wire capture_a = s_tvalid && wready && s_tkeep;
      wire release_a = xvld && (xlst && SAVE_ON_LAST || save_q);
      always @(posedge clock) begin
        if (reset) begin
          save_q <= 1'b0;
          drop_q <= 1'b0;
          xvld   <= 1'b0;
          xlst   <= 1'b0;
          xmax   <= 1'b0;
          xdat   <= {WIDTH{1'bx}};
        end else begin
          save_q <= save_w;
          drop_q <= drop_i;
          if (capture_a) begin
            xvld <= 1'b1;
            xlst <= s_tlast || LAST_ON_SAVE && save_i || SAVE_ON_LAST && chunk_w;
            xmax <= chunk_w;
            xdat <= s_tdata;
          end else if (release_a || drop_i) begin
            xvld <= 1'b0;
            xlst <= 1'b0;
            xmax <= 1'b0;
            xdat <= {WIDTH{1'bx}};
          end
        end
      end
    end else begin : g_normal_save
      assign store_w = s_tvalid && wready && s_tkeep;
      assign last_w  = s_tlast || chunk_w;
      assign data_w  = s_tdata;
      assign level_w = waddr_next[ASB:0] - raddr_next[ASB:0];
    end
  endgenerate
  wire waddr_of_w;
  assign {waddr_of_w, waddr_next} = store_w ? waddr + 1 : {1'b0, waddr};
  always @(posedge clock) begin
    if (reset) begin
      waddr  <= AZERO;
      wready <= 1'b0;
    end else begin
      wready <= ~wfull_w;
      if (reject_a) begin
        waddr <= paddr;
      end else begin
        if (store_w) begin
          sram[waddr[ASB:0]] <= STORE_LASTS != 0 ? {last_w, data_w} : data_w;
        end
        waddr <= waddr_next;
      end
    end
  end
  reg [ABITS:0] rprev;
  always @(posedge clock) begin
    if (reset) begin
      paddr <= AZERO;
      rplay <= AZERO;
    end else begin
      if (accept_a) begin
        paddr <= waddr_next;
      end
      if (finish_a) begin
        rplay <= rprev;
      end
    end
  end
  wire raddr_of_w;
  assign {raddr_of_w, raddr_next} = fetch_w ? raddr + 1 : {1'b0, raddr};
  always @(posedge clock) begin
    if (reset) begin
      raddr  <= AZERO;
      rprev  <= AZERO;
      rvalid <= 1'b0;
    end else begin
      rvalid <= ~empty_w;
      if (replay_a) begin
        raddr <= rplay;
      end else begin
        raddr <= raddr_next;
        rprev <= rstop_w ? raddr : rprev;
      end
    end
  end
  always @(posedge clock) begin
    if (reset) begin
      level_q <= AZERO;
    end else begin
      level_q <= level_w[ASB:0];
    end
  end
  generate
    if (OUTREG == 0) begin : g_async
      wire rlast_w;
      wire [MSB:0] rdata_w;
      assign {rlast_w, rdata_w} = STORE_LASTS != 0 ? sram[raddr[ASB:0]] : {1'b0, sram[raddr[ASB:0]]};
      assign fetch_w = rvalid && m_tready;
      assign rstop_w = rvalid && rlast_w && m_tready;
      assign m_tvalid = rvalid;
      assign m_tlast = rlast_w;
      assign m_tdata = rdata_w;
    end  
  else if (OUTREG > 0) begin : g_outregs
      assign fetch_w = rvalid && (xvalid && xready || !xvalid);
      assign rstop_w = xvalid && xlast && xready;
      always @(posedge clock) begin
        if (reset || replay_a) begin
          xvalid <= 1'b0;
        end else begin
          if (fetch_w) begin
            xvalid <= 1'b1;
            {xlast, xdata} <= STORE_LASTS != 0 ? sram[raddr[ASB:0]] : {1'b0, sram[raddr[ASB:0]]};
          end else if (xvalid && xready) begin
            xvalid <= 1'b0;
          end
        end
      end
      axis_skid #(
          .WIDTH (WIDTH),
          .BYPASS(OUTREG > 1 ? 0 : 1)
      ) axis_skid_inst (
          .clock(clock),
          .reset(reset || replay_a),
          .s_tvalid(xvalid),
          .s_tready(xready),
          .s_tlast (xlast),
          .s_tdata (xdata),
          .m_tvalid(m_tvalid),
          .m_tready(m_tready),
          .m_tlast (m_tlast),
          .m_tdata (m_tdata)
      );
    end   
  endgenerate
endmodule   
`timescale 1ns / 100ps
module ep_bulk_out #(
    parameter MAX_PACKET_LENGTH = 512,   
    parameter PACKET_FIFO_DEPTH = 2048,
    parameter DROP_ON_OVERFLOW = 0,
    parameter ENABLED = 1
) (
    input clock,
    input reset,
    input set_conf_i,   
    input clr_conf_i,   
    input selected_i,   
    input rx_error_i,   
    input ack_sent_i,
    output ep_ready_o,
    output stalled_o,    
    output parity_o,
    input s_tvalid,
    output s_tready,   
    input s_tkeep,
    input s_tlast,
    input [7:0] s_tdata,
    output m_tvalid,   
    input m_tready,
    output m_tlast,
    output [7:0] m_tdata
);
  localparam CBITS = $clog2(MAX_PACKET_LENGTH);
  localparam CSB = CBITS - 1;
  localparam CZERO = {CBITS{1'b0}};
  localparam CMAX = {CBITS{1'b1}};
  localparam ABITS = $clog2(PACKET_FIFO_DEPTH);
  localparam ASB = ABITS - 1;
  localparam [4:0] ST_HALT = 5'b00001;
  localparam [4:0] ST_IDLE = 5'b00010;
  localparam [4:0] ST_RECV = 5'b00100;
  localparam [4:0] ST_SAVE = 5'b01000;
  localparam [4:0] ST_FULL = 5'b10000;
  reg [4:0] snext, state;
  reg par_q, rst_q, rdy_q, full_q;
  wire [  ASB:0] level_w;
  wire [ABITS:0] space_w;
  wire tvalid_w, tready_w;
  assign stalled_o = state == ST_HALT;
  assign parity_o = par_q;
  assign ep_ready_o = rdy_q;
  assign tvalid_w = state == ST_RECV && s_tvalid;
  assign s_tready = tready_w && state == ST_RECV;
  assign space_w = PACKET_FIFO_DEPTH - level_w - MAX_PACKET_LENGTH - 1;
  always @(posedge clock) begin
    if (reset || set_conf_i) begin
      rst_q  <= 1'b1;
      par_q  <= 1'b0;
      rdy_q  <= 1'b0;
      full_q <= 1'bx;
    end else begin
      rst_q <= 1'b0;
      if (state == ST_SAVE && ack_sent_i) begin
        par_q <= ~par_q;
      end
      if (state == ST_IDLE) begin
        rdy_q <= 1'b1;
      end else if (state == ST_HALT || state == ST_FULL) begin
        rdy_q <= 1'b0;
      end
      full_q <= space_w[ABITS];
    end
  end
  always @(posedge clock) begin
    if (reset || clr_conf_i || ENABLED != 1) begin
      state <= ST_HALT;
    end else begin
      case (state)
        ST_HALT:
        if (set_conf_i) begin
          state <= ST_IDLE;
        end
        ST_IDLE:
        if (selected_i) begin
          state <= ST_RECV;
        end
        ST_RECV:
        if (!selected_i || rx_error_i) begin
          state <= ST_HALT;
        end else if (s_tvalid && s_tready && s_tlast) begin
          state <= ST_SAVE;
        end
        ST_SAVE:
        if (ack_sent_i || rx_error_i) begin
          state <= full_q ? ST_FULL : ST_IDLE;
        end
        ST_FULL:
        if (!full_q) begin
          state <= ST_IDLE;
        end else if (!DROP_ON_OVERFLOW && selected_i) begin
          state <= ST_HALT;
        end
        default: state <= 'bx;
      endcase
    end
  end
  packet_fifo #(
      .WIDTH(8),
      .DEPTH(PACKET_FIFO_DEPTH),
      .STORE_LASTS(1),
      .SAVE_ON_LAST(0),   
      .LAST_ON_SAVE(1),   
      .NEXT_ON_LAST(1),
      .USE_LENGTH(0),
      .MAX_LENGTH(MAX_PACKET_LENGTH),
      .OUTREG(2)
  ) U_FIFO1 (
      .clock(clock),
      .reset(rst_q),
      .level_o(level_w),
      .drop_i(rx_error_i),
      .save_i(ack_sent_i),
      .redo_i(1'b0),
      .next_i(1'b0),
      .s_tvalid(tvalid_w),
      .s_tready(tready_w),
      .s_tkeep (s_tkeep),
      .s_tlast (s_tlast),
      .s_tdata (s_tdata),
      .m_tvalid(m_tvalid),
      .m_tready(m_tready),
      .m_tlast (m_tlast),
      .m_tdata (m_tdata)
  );
endmodule   
```

==> run_results.csv <==
group,metric,value,unit
detailed_routing,antenna_left,1,
min_path,hp-class,"reg -> reg",
floorplanning,initCoreUtil,0.501,
floorplanning,die_h,1200,µm
logic_synthesis,yosysWarnings,0,
floorplanning,num_io_pins,33,
cells_and_area,area_growth,12.7,%
place,port_buffers,32,
logic_synthesis,synthArstFlopShare,0,
logic_synthesis,edf_count,18467,
flow_run,drv_cap,1,
power,leakagePower,245,nW
floorplanning,chipArea,1440000,µm²
detailed_routing,firstDrtPassIters,8,
logic_synthesis,syn-cell-area,716000,µm²
power,power.density,6.10,nW/µm²
cts,postCtsSetupRepairBufs,0,
logic_synthesis,synth-seq-cells,18523,
timing,worst_pin_slew,1.51,ns
global_routing,grt_pass1_vias,408019,
place,hpwl,1610000,µm
detailed_routing,dr_wl_met2,1070000,µm
detailed_routing,maxUsedRoutingLayer,"met5",
timing,hold_violations,0,
timing,setup_viol,0,
global_routing,antenna_found_initial,311,
logic_synthesis,synth_cell_types,92,
detailed_routing,wl_met1,641000,µm
place,dpl_cell_area,743000,µm²
timing,drv_slew,8,
cells_and_area,comb_area,149000,µm²
cts,clk_transition_reported_paths,0.06,ns
timing,fin_tns_setup,0,ns
setup_path,critPathRequiredTime,326.50,ns
logic_synthesis,ys_cells,32641,
cts,cts_buffers,1885,
global_routing,grt.overflow.total,0,
global_routing,grt_usage,0.393,
logic_synthesis,synth_chip_area,716000,µm²
logic_synthesis,syn_area_per_cell,21.9,µm²
cells_and_area,final_area,806000,µm²
setup_path,path_max_fanout,20,
logic_synthesis,ys_seq_share,0.777,
status,status,"finished, violations left",
timing,rsz0062_at_grt,"no",
timing,skew,0.151,ns
floorplanning,die_w,1200,µm
setup_path,start_kind,"input pin",
setup_path,path_class,"in -> reg",
logic_synthesis,syn_inst,32641,
global_routing,grt_max_degree,96,
detailed_routing,wl_met3,582000,µm
cells_and_area,utilization,0.565,
floorplanning,core,1430000,µm²
cts,clock_path_buffers,6,
flow_run,warnings,33,
timing,layout_setup_ws,255.82,ns
cts,cts_root_buf,"clkbuf_16",
detailed_routing,drtIter0Drc,30362,
place,post-place-ws,254.71,ns
detailed_routing,drt-total-wl,2470000,µm
global_routing,grt_pass1_wl,3350000,µm
setup_path,arrival,70.69,ns
cells_and_area,drive_gt1_frac,0.258,
power,irDropWorstVdd,0.00614,mV
cts,cts_hold_buffers,0,
cells_and_area,seq_area,556000,µm²
cts,post_cts_resized,0,
status,violations,"antenna violations, max-capacitance violations, max-slew violations",
cts,clock_latency,1.43,ns
cts,htree_levels,7,
detailed_routing,vias,365298,
setup_path,end_kind,"flop",
detailed_routing,via_per_inst,6.60,
cts,cts.sink_count,18523,
timing,slew_headroom,-0.0121,
detailed_routing,post_drt_wl_per_cell,44.7,µm
cells_and_area,fillerInstances,101355,
floorplanning,rows,439,
place,gp_congestion,1.01,
detailed_routing,drcViolationCount,0,
timing,max_freq,0.0144,GHz
cts,cts_tree,"built",
logic_synthesis,synth-main-ff-cell,"edfxtp_1",
timing,finalCritPeriodShare,0.214,
timing,final_period_minus_worst_setup_slack,69.69,ns
## stage by stage
step / hold slack, ns / power (mW) / instances
2_1_floorplan: 0.406 / 2.82 / 32641
3_3_place_gp: 0.433 / 2.79 / 51309
3_5_place_dp: 0.429 / 2.79 / 51312
4_1_cts: 0.476 / 4.93 / 54688
5_1_grt: 0.512 / 5.03 / 54976
6_report: 0.474 / 4.92 / 55311
## sequential cells by signal, summed over array words and instances, names as in the netlist, 2 cells and up
signal,count
U_FIFO1.paddr,12
U_FIFO1.xdata,8
U_FIFO1.sram,18432
U_FIFO1.raddr,12
U_FIFO1.data_w,8
U_FIFO1.waddr,12
U_FIFO1.level_o,2
U_FIFO1.g_outregs.axis_skid_inst.tdata,8
U_FIFO1.g_outregs.axis_skid_inst.m_tdata,8
state,5
## Yosys cell counts, drive strengths merged (24+ instances only)
master / number / area, µm²
edfxtp: 18467 / 555000
mux2: 40 / 450
nor3: 125 / 626
o221ai: 259 / 2270
dfxtp: 56 / 1120
a22o: 103 / 902
a2111oi: 58 / 558
o22ai: 197 / 1230
mux2i: 1406 / 14100
nor2: 2322 / 8720
nand2: 544 / 2040
a21oi: 522 / 2610
nor4: 34 / 219
mux4: 4431 / 99900
xnor2: 41 / 359
o21ai: 366 / 1830
a22oi: 559 / 4200
xor2: 27 / 236
buf: 1210 / 8770
ha: 24 / 300
a221oi: 269 / 2380
nand3: 102 / 515
a211oi: 150 / 1140
inv: 27 / 101
clkbuf: 915 / 3460
a31oi: 72 / 450
## layer usage
layer | up-vias | GRT usage
li1 | 141723 | -
met1 | 180113 | 0.406
met2 | 36928 | 0.495
met3 | 5915 | 0.397
met4 | 619 | 0.199
met5 | - | 0.152
## worst max-delay path: stages
cell and delay, ns:
clkdlybuf4s50_1 0.54, a31oi_1 0.36, buf_4 0.28, nor2_1 0.17, buf_4 0.30, and3_1 0.96
nand2_4 0.74, buf_4 0.58, buf_4 0.41, buf_4 0.40, nor2_1 0.70
## placed cells by master, fill, tap and decap left out, types with 298 or more instances in the layout
master	netlist	routed
nand2_1	543	506
buf_4	211	1724
a21oi_1	522	521
mux4_2	4394	4394
clkbuf_1	912	298
nor2_1	2321	2282
diode_2	0	622
clkinv_1	3	327
clkbuf_16	0	1906
edfxtp_1	18467	18467
o21ai_0	345	337
a22oi_1	559	559
mux2i_1	1406	1406
clkinv_2	0	334
## final cells by class
| cell class | count | share of cell area |
|---|---|---|
| Inverter | 30 | 0.000196 |
| Sequential cell | 18523 | 0.689 |
| Multi-Input combinational cell | 11962 | 0.184 |
| Tap cell | 18963 | 0.0294 |
| Clock buffer | 2209 | 0.0606 |
| Clock inverter | 1167 | 0.0157 |
| Antenna cell | 622 | 0.00193 |
| Timing Repair Buffer | 1835 | 0.0184 |
## cells by family (layout without fill, tap and decap cells)
group           count (synthesis)  after routing  share of synthesized area
compound gates               2743           2743                     0.0269
xor+xnor                       68             68                   0.000832
fa+ha+maj                      24             24                   0.000420
buf+inv                      2156           5241                     0.0173
flops                       18523          18523                      0.777
mux                          5877           5877                      0.160
other cells                     0            622                          0
simple gates                 3250           3250                     0.0181
## worst paths after layout
| path | from | endpoint | slack, ns | cells past startpoint |
|---|---|---|---|---|
| max reg2reg | U_FIFO1.raddr[1]$_SDFF_PP0_ | U_FIFO1.xdata[6]$_DFFE_PP_ | 315.31 | 16 |
| min reg2reg | U_FIFO1.rvalid$_SDFF_PP0_ | U_FIFO1.xvalid$_SDFFE_PP0P_ | 0.47 | 2 |
| max | s_tvalid | U_FIFO1.sram[2041][4]$_DFFE_PP_ | 255.82 | 11 |
| min | U_FIFO1.rvalid$_SDFF_PP0_ | U_FIFO1.xvalid$_SDFFE_PP0P_ | 0.47 | 2 |
## where the power goes
group / switching [mW] / internal [mW]
sequential: 0.000291 / 2.63
clock: 0.906 / 1.27
combinational: 0.0898 / 0.0255
total: 0.996 / 3.92
Power is estimated from default activity; no workload was simulated.
