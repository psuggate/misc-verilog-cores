--- flow/design.v ---
`timescale 1ns / 100ps
module axis_skid #(
    parameter BYPASS = 0,
    parameter WIDTH = 8,
    localparam MSB = WIDTH - 1
) (
    input clock,
    input reset,
    input s_tvalid,
    output s_tready,
    input s_tlast,
    input [MSB:0] s_tdata,
    output m_tvalid,
    input m_tready,
    output m_tlast,
    output [MSB:0] m_tdata
);
  reg sready, mvalid, mlast, tvalid, tlast;
  reg [MSB:0] mdata, tdata;
  wire sready_next, tvalid_next, mvalid_next;
  assign m_tvalid = BYPASS == 1 ? s_tvalid : mvalid;
  assign s_tready = BYPASS == 1 ? m_tready : sready;
  assign m_tlast  = BYPASS == 1 ? s_tlast : mlast;
  assign m_tdata  = BYPASS == 1 ? s_tdata : mdata;
  initial
    if (BYPASS == 1) begin : i_bypass
      $display("=> Bypassing AXI-S skid-register");
    end   
  function src_ready(input svalid, input tvalid, input dvalid, input dready);
    src_ready = dready || !(tvalid || (dvalid && svalid));
  endfunction
  function tmp_valid(input svalid, input tvalid, input dvalid, input dready);
    tmp_valid = !src_ready(svalid, tvalid, dvalid, dready);
  endfunction
  function dst_valid(input svalid, input tvalid, input dvalid, input dready);
    dst_valid = tvalid || svalid || (dvalid && !dready);
  endfunction
  assign sready_next = src_ready(s_tvalid, tvalid, mvalid, m_tready);
  assign tvalid_next = tmp_valid(s_tvalid, tvalid, mvalid, m_tready);
  assign mvalid_next = dst_valid(s_tvalid, tvalid, mvalid, m_tready);
  always @(posedge clock) begin
    if (reset) begin
      sready <= 1'b0;
      mvalid <= 1'b0;
      tvalid <= 1'b0;
    end else begin
      sready <= sready_next;
      mvalid <= mvalid_next;
      tvalid <= tvalid_next;
    end
  end
  function src_to_tmp(input src_ready, input dst_valid, input dst_ready);
    src_to_tmp = src_ready && !dst_ready && dst_valid;
  endfunction
  function tmp_to_dst(input tmp_valid, input dst_ready);
    tmp_to_dst = tmp_valid && dst_ready;
  endfunction
  function src_to_dst(input src_ready, input dst_valid, input dst_ready);
    src_to_dst = src_ready && (dst_ready || !dst_valid);
  endfunction
  always @(posedge clock) begin
    if (src_to_dst(sready, mvalid, m_tready)) begin
      mdata <= s_tdata;
      mlast <= s_tlast;
    end else if (tmp_to_dst(tvalid, m_tready)) begin
      mdata <= tdata;
      mlast <= tlast;
    end
    if (src_to_tmp(sready, mvalid, m_tready)) begin
      tdata <= s_tdata;
      tlast <= s_tlast;
    end
  end
endmodule   
`timescale 1ns / 100ps
module ctl_pipe0 #(
    parameter integer MAX_CONFIG_LENGTH = 64,   
    parameter [15:0] VENDOR_ID = 16'hFACE,
    parameter [15:0] PRODUCT_ID = 16'h0BDE,
    parameter MANUFACTURER_LEN = 0,
    parameter MANUFACTURER = "",
    parameter PRODUCT_LEN = 0,
    parameter PRODUCT = "",
    parameter SERIAL_LEN = 0,
    parameter SERIAL = "",
    parameter integer DEVICE_DESC_LEN = 18,
    parameter [143:0] DEVICE_DESC = {
      8'h01,   
      (SERIAL_LEN == 0 ? 8'h00 : 8'h03),   
      (PRODUCT_LEN == 0 ? 8'h00 : 8'h02),   
      (MANUFACTURER_LEN == 0 ? 8'h00 : 8'h01),   
      16'h0000,   
      PRODUCT_ID[15:0],   
      VENDOR_ID[15:0],   
      8'h40,   
      8'h00,   
      8'h00,   
      8'hFF,   
      16'h0200,   
      8'h01,   
      8'h12   
    },
    parameter integer CONFIG_DESC_LEN = 18,
    parameter CONFIG_DESC = {
      8'h00,   
      8'h00,   
      8'h00,   
      8'h00,   
      8'h00,   
      8'h00,   
      8'h00,   
      8'h04,   
      8'h09,   
      8'h32,   
      8'hC0,   
      8'h00,   
      8'h01,   
      8'h01,   
      16'h0012,   
      8'h02,   
      8'h09   
    }
) (
    input reset,
    input clock,
    input  select_i,
    input  status_i,
    input  start_i,
    output error_o,
    output event_o,
    output configured_o,
    output usb_enum_o,
    output [6:0] usb_addr_o,
    output [2:0] usb_conf_o,
    input [ 3:0] req_endpt_i,
    input [ 7:0] req_type_i,
    input [ 7:0] req_args_i,
    input [15:0] req_value_i,
    input [15:0] req_index_i,
    input [15:0] req_length_i,
    output m_tvalid_o,
    input m_tready_i,
    output m_tkeep_o,
    output m_tlast_o,
    output [7:0] m_tdata_o
);
  function [(2+2*MANUFACTURER_LEN)*8-1:0] desc_manufacturer;
    input [MANUFACTURER_LEN*8-1:0] str;
    integer i;
    begin
      desc_manufacturer[8*(0+1)-1-:8] = 2 + 2 * MANUFACTURER_LEN;
      desc_manufacturer[8*(1+1)-1-:8] = 8'h03;
      for (i = 0; i < MANUFACTURER_LEN; i = i + 1) begin
        desc_manufacturer[8*(2+2*i+1)-1-:8] = str[8*(MANUFACTURER_LEN-i)-1-:8];
        desc_manufacturer[8*(3+2*i+1)-1-:8] = 8'h00;
      end
    end
  endfunction
  function [(2+2*PRODUCT_LEN)*8-1:0] desc_product;
    input [PRODUCT_LEN*8-1:0] str;
    integer i;
    begin
      desc_product[8*(0+1)-1-:8] = 2 + 2 * PRODUCT_LEN;
      desc_product[8*(1+1)-1-:8] = 8'h03;
      for (i = 0; i < PRODUCT_LEN; i = i + 1) begin
        desc_product[8*(2+2*i+1)-1-:8] = str[8*(PRODUCT_LEN-i)-1-:8];
        desc_product[8*(3+2*i+1)-1-:8] = 8'h00;
      end
    end
  endfunction
  function [(2+2*SERIAL_LEN)*8-1:0] desc_serial;
    input [SERIAL_LEN*8-1:0] str;
    integer i;
    begin
      desc_serial[8*(0+1)-1-:8] = 2 + 2 * SERIAL_LEN;
      desc_serial[8*(1+1)-1-:8] = 8'h03;
      for (i = 0; i < SERIAL_LEN; i = i + 1) begin
        desc_serial[8*(2+2*i+1)-1-:8] = str[8*(SERIAL_LEN-i)-1-:8];
        desc_serial[8*(3+2*i+1)-1-:8] = 8'h00;
      end
    end
  endfunction
  localparam [4*8-1:0] STR_DESC = {
    16'h0409,
    8'h03,   
    8'h04   
  };
  localparam [MANUFACTURER_LEN*16+15:0] MANUFACTURER_STR_DESC = desc_manufacturer(MANUFACTURER);
  localparam [PRODUCT_LEN*16+15:0] PRODUCT_STR_DESC = desc_product(PRODUCT);
  localparam [SERIAL_LEN*16+15:0] SERIAL_STR_DESC = desc_serial(SERIAL);
  localparam integer STR_DESC_LEN = 4;
  localparam integer MANUFACTURER_STR_DESC_LEN = 2 + 2 * MANUFACTURER_LEN;
  localparam integer PRODUCT_STR_DESC_LEN = 2 + 2 * PRODUCT_LEN;
  localparam integer SERIAL_STR_DESC_LEN = 2 + 2 * SERIAL_LEN;
  localparam integer DESC_SIZE_NOSTR = DEVICE_DESC_LEN + CONFIG_DESC_LEN + 6;
  localparam integer DESC_SIZE_STR   =
             DESC_SIZE_NOSTR + STR_DESC_LEN + MANUFACTURER_STR_DESC_LEN +
             PRODUCT_STR_DESC_LEN + SERIAL_STR_DESC_LEN;
  localparam DESC_HAS_STRINGS = MANUFACTURER_LEN > 0 || PRODUCT_LEN > 0 || SERIAL_LEN > 0 ? 1 : 0;
  localparam integer DESC_SIZE = DESC_HAS_STRINGS == 1 ? DESC_SIZE_STR : DESC_SIZE_NOSTR;
  localparam integer DSB = DESC_SIZE * 8 - 1;
  localparam [DSB:0] USB_DESC = DESC_HAS_STRINGS == 1 ? {{16'h0, 16'h0, 16'h1}, SERIAL_STR_DESC, PRODUCT_STR_DESC, MANUFACTURER_STR_DESC, STR_DESC, CONFIG_DESC, DEVICE_DESC} : {{16'h0, 16'h0, 16'h1}, CONFIG_DESC, DEVICE_DESC};
  localparam integer DESC_ROM_SIZE = 1 << $clog2(DESC_SIZE);
  localparam integer ABITS = $clog2(DESC_SIZE);
  localparam integer ASB = ABITS - 1;
  localparam integer DESC_CONFIG_START = DEVICE_DESC_LEN;
  localparam integer DESC_STRING_START = DEVICE_DESC_LEN + CONFIG_DESC_LEN;
  localparam integer DESC_START0 = DESC_STRING_START;
  localparam integer DESC_START1 = DESC_START0 + STR_DESC_LEN;
  localparam integer DESC_START2 = DESC_START1 + MANUFACTURER_STR_DESC_LEN;
  localparam integer DESC_START3 = DESC_START2 + PRODUCT_STR_DESC_LEN;
  localparam integer DESC_END0 = DEVICE_DESC_LEN - 1;
  localparam integer DESC_END1 = DESC_STRING_START - 1;
  localparam integer DESC_END2 = DESC_START1 - 1;
  localparam integer DESC_END3 = DESC_START2 - 1;
  localparam integer DESC_END4 = DESC_START3 - 1;
  localparam integer DESC_END5 = DESC_START3 + SERIAL_STR_DESC_LEN - 1;
  localparam integer DESC_STATUS_START = DESC_START3 + SERIAL_STR_DESC_LEN;
  localparam integer DESC_END6 = DESC_END5 + 2;
  localparam integer DESC_END7 = DESC_END5 + 4;
  localparam integer DESC_END8 = DESC_END5 + 6;
  reg [6:0] adr_q = 7'h00;
  reg [7:0] cfg_q = 8'h00;
  reg enm_q = 1'b0, set_q = 1'b0;
  reg ctl_done_q;
  reg err_q, get_desc_q;
  reg [ASB:0] mem_addr;
  wire [ASB:0] mem_next;
  reg [7:0] descriptor[0:DESC_ROM_SIZE-1];
  reg [DESC_ROM_SIZE-1:0] desc_tlast;
  integer ii;
  initial begin : g_init_rom
    for (ii = 0; ii < DESC_SIZE; ii++) begin : g_set_descriptor_rom
      descriptor[ii] = USB_DESC >> (ii * 8) & 8'hff;
    end
    desc_tlast = (1<<DESC_END0) | (1<<DESC_END1) | (1<<DESC_END2) |
                 (1<<DESC_END3) | (1<<DESC_END4) | (1<<DESC_END5) |
                 (1<<DESC_END6) | (1<<DESC_END7) | (1<<DESC_END8);
  end
  assign error_o = err_q;
  assign event_o = ctl_done_q;
  assign usb_enum_o = enm_q;
  assign usb_addr_o = adr_q;
  assign usb_conf_o = cfg_q;
  assign configured_o = set_q;
  localparam MAXLEN = MAX_CONFIG_LENGTH;
  localparam MBITS = $clog2(MAXLEN + 1);
  localparam MSB = MBITS - 1;
  localparam MZERO = {MBITS{1'b0}};
  localparam MUNIT = {{MSB{1'b0}}, 1'b1};
  reg  [MSB:0] count;
  wire [MSB:0] cnext;
  wire tvalid_w, tready_w, tkeep_w, tlast_w;
  wire [7:0] tdata_w;
  assign cnext = count - 1;
  assign tvalid_w = status_i | (get_desc_q & ~count[6]);
  assign tkeep_w = ~status_i;
  assign tlast_w = status_i | desc_tlast[mem_addr] | cnext[6];
  assign tdata_w = descriptor[mem_addr];
  wire [MBITS:0] maxlen_w = (req_length_i > MAXLEN ? MAXLEN : req_length_i) - 1;
  always @(posedge clock) begin
    if (!select_i) begin
      count <= maxlen_w[6:0];
    end else if (tvalid_w && tready_w) begin
      count <= cnext[6:0];
    end
  end
  axis_skid #(
      .WIDTH (9),
      .BYPASS(0)
  ) U_SKID1 (
      .clock(clock),
      .reset(reset),
      .s_tvalid(tvalid_w),
      .s_tready(tready_w),
      .s_tlast (tlast_w),
      .s_tdata ({tkeep_w, tdata_w}),
      .m_tvalid(m_tvalid_o),
      .m_tready(m_tready_i),
      .m_tlast (m_tlast_o),
      .m_tdata ({m_tkeep_o, m_tdata_o})
  );
  reg std_req, start_q, set_addr_q, set_conf_q, set_face_q;
  always @(posedge clock) begin
    std_req <= req_type_i[6:0] == {2'b00, 5'b00000} && req_endpt_i == 4'h0;
    start_q <= start_i;
    if (select_i && start_i && std_req) begin
      set_addr_q <= req_args_i == 8'h05;
      set_conf_q <= req_args_i == 8'h09;
      set_face_q <= req_args_i == 8'h0b;
    end else begin
      set_addr_q <= 1'b0;
      set_conf_q <= 1'b0;
      set_face_q <= 1'b0;
    end
  end
  always @(posedge clock) begin
    if (select_i && start_q && std_req) begin
      err_q <= ~get_desc_q & ~set_addr_q & ~set_conf_q & ~set_face_q;
    end else if (!select_i) begin
      err_q <= 1'b0;
    end
  end
  localparam integer DESC_STATUS0_INDEX = DESC_STATUS_START;
  localparam integer DESC_STATUS1_INDEX = DESC_STATUS_START + 2;
  localparam integer DESC_STATUS2_INDEX = DESC_STATUS_START + 4;
  assign mem_next = mem_addr + 1;
  always @(posedge clock) begin
    if (select_i && start_i) begin
      if (req_value_i[9:8] == 2'h2) begin
        mem_addr <= DESC_CONFIG_START;
      end else if (req_value_i[9:8] == 2'h3 && DESC_HAS_STRINGS) begin
        case (req_value_i[1:0])
          2'd0: mem_addr <= DESC_START0;
          2'd1: mem_addr <= DESC_START1;
          2'd2: mem_addr <= DESC_START2;
          default: mem_addr <= DESC_START3;
        endcase
      end else if (req_args_i[7:0] == 8'd0) begin
        case (req_type_i[1:0])
          2'd0: mem_addr <= DESC_STATUS0_INDEX;
          2'd1: mem_addr <= DESC_STATUS1_INDEX;
          2'd2: mem_addr <= DESC_STATUS2_INDEX;
          default: mem_addr <= 0;
        endcase
      end else begin
        mem_addr <= 0;
      end
    end else if (tready_w && get_desc_q) begin
      mem_addr <= mem_next;
    end
  end
  always @(posedge clock) begin
    if (reset) begin
      get_desc_q <= 1'b0;
      ctl_done_q <= 1'b0;
      adr_q <= 7'd0;
      enm_q <= 1'b0;
      cfg_q <= 3'd0;
      set_q <= 1'b0;
    end else begin
      if (get_desc_q && tready_w) begin
        get_desc_q <= ~tlast_w;
      end else if (start_i && select_i && req_endpt_i == 4'h0) begin
        get_desc_q <= req_args_i == 8'h06 || req_args_i == 8'd0;
      end
      if (set_addr_q) begin
        enm_q <= 1'b1;
        adr_q <= req_value_i[6:0];
      end
      if (set_conf_q) begin
        set_q <= 1'b1;
        cfg_q <= req_value_i[2:0];
      end
      if (select_i && (set_addr_q || set_conf_q || set_face_q)) begin
        ctl_done_q <= 1'b1;
      end else
      if (select_i && status_i) begin
      end else begin
        ctl_done_q <= 1'b0;
      end
    end
  end
endmodule   
--- flow/run.sh ---
#!/bin/bash
# OpenROAD 26Q1-2900-gdf79404cd8, Yosys 0.63+post, stock flow scripts
make -C /OpenROAD-flow-scripts/flow DESIGN_CONFIG=/design/flow/config.mk WORK_HOME=/design/flow/orfs finish
--- flow/config.mk ---
export PLATFORM = sky130hd
export DESIGN_NAME = ctl_pipe0
export DESIGN_NICKNAME = ctl_pipe0
export VERILOG_FILES = /design/flow/design.v
export SDC_FILE = /design/flow/constraint.sdc
export NUM_CORES = 4
export LEC_CHECK = 1
export CORE_UTILIZATION = 50
--- flow/constraint.sdc ---
current_design ctl_pipe0

set clk_period 6.3
set clk_io_pct 0.2

create_clock -name clk0 -period $clk_period [get_ports {clock}]

set non_clock_inputs [all_inputs -no_clocks]
set_input_delay [expr $clk_period * $clk_io_pct] -clock clk0 $non_clock_inputs
set_output_delay [expr $clk_period * $clk_io_pct] -clock clk0 [all_outputs]
==> run notes <==
The full implementation flow was run.

The flow ran to the end, and the final reports show no timing, DRC or antenna violations. The number of setup buffers added after CTS is 0. Compared with the post-synthesis result, the final layout area differs by 30.1%. The async set-or-reset flop fraction in the synthesized netlist stands at 0%. STA classifies the critical path endpoint as a flop. The area taken by sequential standard cells is reported as between 1500 and 2000 um^2. The width of the chip stands at ~83 um. Entering global routing, the biggest net connects 19 pins. The summed negative setup slack over all endpoints stands at 0 ns. The sequential fraction of the synthesis area stands at 49.5%.

The standard-cell row count stands at 29. The clock H-tree reported by CTS has 3 levels. The switching power stands at between 200 and 250 uW. The number of warnings reported in the stage logs is ~56.

In the placement report, post-DP HPWL is listed as 4430 um. The max-cap violation count stands at 0. Checking hold timing, the worst path is listed with class flop to flop. The overall global routing resource usage stands at between 10% and 20%. The CTS clock-pin slew for the worst setup and hold paths stands at 0.07 ns.

TritonCTS built the clock tree. The overall die area stands at 6870 um^2. Cell internal power was estimated by the tool at ~700 uW. The post-layout minimum cycle time stands at roughly 3.8 ns.

In this run switching power makes up 22.9% of total power. Clock tree synthesis inserted a total of 9 buffers. Of the available clock period, the critical path in the final layout requires 59.9%.

For the worst setup path, the data arrival time is 4.04 ns. Across all hold checks on the routed design, the worst slack comes to ~0.43 ns. STA classifies the critical path startpoint as a primary input.

The global placer's final weighted congestion stands at ~0.82. The number of buffer cells added on primary ports stands at between 70 and 80. Counting flops with a built-in enable in the synthesized netlist gives 34. The fmax stands at 265 MHz. The iteration tally of the first detailed-router pass stands at 4. Endpoints with negative setup slack in the final report add up to 0.

The routed layout reports a DRC error count of 0. The clock latency on the worst-skew pair stands at 0.33 ns. The final report gives the standard cell area, fillers excluded, as approximately 4300 um^2. The initial utilization of the core area, before any placement, comes to around half.

Per the power-grid run, VDD falls by no more than 0.210 mV. The area of the placeable core stands at 6350 um^2. The final hold violation count stands at 0. The number of cells traversed by the worst hold path stands at 0. The worst setup margin stands at roughly 2.5 ns. The number of cells on the worst reg-to-reg path is 6. Per the synth log, the flip-flop and latch total comes to 64. The number of antenna violations at the first check in global routing is 0. The worst hold path begins at tdata_w[4]. The filler cells instantiated in the layout total approximately 500. The final antenna diode tally reported by the flow is 0. The detail-routed net length per standard cell stands at roughly 13 um. The transition at the pin with the smallest max-transition slack stands at ~0.8 ns.

The register-to-register setup slack stands at roughly 4.0 ns. The endpoint of the worst hold path is reported as U_SKID1.tdata[4]. The yosys stat cell total stands at 310. Counting along the longest clock path gives a buffer depth of 2. The worst pin sits at a relative slew slack of 45.9%. The quantity of hold-fixing buffers added after cts stands at 0.

The multi-input combinational cells in the finished layout cover a total of 1510 um^2. The total length of routed wires stands at approximately 6000 um. The data required time at the worst endpoint stands at roughly 6.6 ns. For this run, the leading register cell type out of synthesis is edfxtp_1. The yosys synthesis chip area stands at between 3000 and 4000 um^2. The via count of the first global-routing pass stands at between 2000 and 2500.

The detail route stage leaves a number of antenna-violating nets equal to 0. The netlist area before placement stands at about 3300 um^2. The critical path is of the primary input to flop type.

The routed design shows a via density per instance of approximately 5.2. Looking at the reg2reg group, the worst path ends at tdata_w[3]. After layout, the setup clock skew is reported as 0.00501 ns. Synthesis handed over a netlist of between 300 and 400 instances.

Looking at the power breakdown, sequential logic takes approximately half of the total. The share of power burned in the clock network stands at between 30% and 40%. The root buffer cell chosen for the clock tree is clkbuf_8. The floorplan step set the die height to just over 80 um. Setup repair after global routing left no endpoint under its margin. Looking at the reg2reg group, the worst path starts from mem_addr[0]. The biggest fanout along the worst timing path stands at 18. For this run, the number of Yosys warnings is 2.

The post-placement cell area is slightly above 4000 um^2. The areal power density over the cells stands at 220 nW/um^2. The tree built by TritonCTS fans out to 64 sinks. A synthesized cell averages ~11 um^2. The first global-routing pass estimated 9940 um of wire. The vias after detailed routing stands at between 2000 and 2500.

The post-route netlist has around an eighth of its cells at a drive strength greater than 1. Global routing finished with a remaining overflow of 0. Per the post-place timing report, worst setup slack is between 2 and 2.5 ns. The initial DRC count stands at roughly 81. The I/O pin count stands at about 99. Synthesis instantiated 57 different standard cells from the library. Max-slew check failures listed in the final report amount to 0.

The static leakage power stands at around 0.0016 uW. Looking at the power breakdown, combinational cells take about an eighth of the total. The number of cells upsized or downsized after cts stands at 0. The finished layout reports a core utilization of between 60% and 70%.
## power groups by stage
stage	registers, uW	logic, uW	clock network [uW]
6_report	471	124	340
5_1_grt	473	136	370
4_1_cts	471	125	350
## cell usage in the layout (no fill, tap or decap), types with 9 or more instances in the layout
| cell | count |
|---|---|
| edfxtp_1 | 34 |
| o21ai_0 | 15 |
| clkbuf_8 | 10 |
| xnor2_1 | 10 |
| ha_1 | 11 |
| mux2i_1 | 14 |
| a21oi_1 | 21 |
| clkdlybuf4s50_1 | 74 |
| nand3_1 | 9 |
| nor3_1 | 11 |
| dfxtp_1 | 30 |
| inv_1 | 17 |
| nor2_1 | 30 |
| mux2_2 | 12 |
| nand2_1 | 21 |
## metrics by stage
stage	total power, uW	cells
4_1_cts	946	469
6_report	936	469
3_5_place_dp	605	453
3_3_place_gp	603	453
5_1_grt	979	469
2_1_floorplan	545	310
## worst max-delay path by stage
stage	from	to	cells after the start
finish	select_i	tdata_w[6]	7
global route	select_i	tdata_w[3]	6
CTS	select_i	tdata_w[6]	7
## critical path: stages
cell and delay, ns:
clkdlybuf4s50_1 0.91, and2_1 0.50, nand3b_2 0.22, nor2_1 0.19
o22ai_1 0.30, or4_1 0.50, a21oi_1 0.15
## cell usage after synthesis (2+ instances only)
cell | number | share of area (%)
buf_4 | 2 | 0.46
and2_1 | 2 | 0.38
o21ai_0 | 15 | 2.3
nand2_2 | 2 | 0.38
o2111ai_1 | 2 | 0.54
dfxtp_1 | 30 | 18
nand3_1 | 9 | 1.4
inv_1 | 17 | 1.9
nand2_1 | 21 | 2.4
a31oi_1 | 2 | 0.38
a21o_1 | 2 | 0.46
or2_2 | 3 | 0.57
ha_1 | 11 | 4.2
xnor2_1 | 10 | 2.7
edfxtp_1 | 34 | 31
nand4_1 | 2 | 0.38
nor2_1 | 30 | 3.4
nor4_1 | 5 | 0.96
xor2_1 | 5 | 1.3
clkbuf_1 | 6 | 0.69
a21oi_1 | 21 | 3.2
a311oi_1 | 2 | 0.54
a221oi_1 | 2 | 0.54
mux2i_1 | 14 | 4.3
mux2_2 | 12 | 4.1
or4_4 | 2 | 0.69
nor3_1 | 11 | 1.7
or3_1 | 5 | 0.96
buf_6 | 3 | 1.0
## state kept, by name (all words and copies together) (netlist names), 3 cells and up
name           flops
U_SKID1.mdata      9
U_SKID1.tdata      9
tdata_w            8
adr_q              7
count              7
mem_addr           6
cfg_q              3
## routing by layer
metal / wire length [um] / vias up / share of wire (%) / track usage (%)
met5: 0 / - / 0 / 0
met4: 103 / 0 / 1.7 / 2.98
met3: 195 / 11 / 3.3 / 2.72
met2: 2650 / 49 / 44 / 28.9
met1: 3020 / 1116 / 51 / 28.9
li1: - / 1281 / - / -
## final cells by class
type | count | share of cell area (%)
Multi-Input combinational cell | 217 | 35.5
Sequential cell | 64 | 38.1
Timing Repair Buffer | 77 | 17.9
Inverter | 18 | 1.59
Tap cell | 77 | 2.26
Clock buffer | 10 | 3.23
Clock inverter | 6 | 1.38
## kinds of logic (layout without fill, tap and decap cells)
kind of cell             after synthesis  after routing  synth area share [%]
multiplexers                          27             27                  8.75
AND/OR/NAND/NOR                      105            105                  17.4
buffers and inverters                 29            111                  4.24
XOR/XNOR                              15             15                  4.01
AND-OR/OR-AND                         59             59                  11.9
adder cells (fa/ha/maj)               11             11                  4.20
flip-flops                            64             64                  49.5
Power is estimated from default activity; no workload was simulated.
